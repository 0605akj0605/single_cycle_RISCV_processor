### design/flow/run.sh
#!/bin/bash
# OpenROAD 26Q1-2900-gdf79404cd8, Yosys 0.63+post, stock flow scripts
make -C /OpenROAD-flow-scripts/flow DESIGN_CONFIG=/design/flow/config.mk WORK_HOME=/design/flow/orfs finish
### design/flow/constraint.sdc
current_design single_cycle_processor_top

set clk_period 17.8
set clk_io_pct 0.2

create_clock -name clk0 -period $clk_period [get_ports {clk}]

set non_clock_inputs [all_inputs -no_clocks]
set_input_delay [expr $clk_period * $clk_io_pct] -clock clk0 $non_clock_inputs
set_output_delay [expr $clk_period * $clk_io_pct] -clock clk0 [all_outputs]
### design/flow/config.mk
export PLATFORM = sky130hd
export DESIGN_NAME = single_cycle_processor_top
export DESIGN_NICKNAME = single_cycle_processor_top
export VERILOG_FILES = /design/flow/design.v
export SDC_FILE = /design/flow/constraint.sdc
export NUM_CORES = 4
export LEC_CHECK = 1
export CORE_UTILIZATION = 40
export SYNTH_HDL_FRONTEND = slang
### design/flow/design.v
`timescale 1ns/1ns
module alu (A,B,alu_control,result,V,C,N,Z);
input wire [31:0] A, B;
input alu_control;
output wire [31:0] result;
output V,C,N,Z;
wire [2:0] alu_control;
wire cout;
wire  [31:0] sum;
wire  [31:0] diff;
wire [31:0] mux1;
wire [31:0] a_and_b;
wire [31:0] a_or_b;  
wire C;
wire Z;
wire N;
wire V;
wire zero_extend;    
assign a_and_b = A & B;
assign a_or_b = A | B; 
assign mux1 = (~alu_control[0])? B : ~B;
assign {cout,sum} =  A + mux1 + alu_control[0];
assign diff = (~alu_control[0])? 0 : sum;
assign result = (alu_control == 3'b101 ) ? zero_extend : 
                (alu_control == 3'b011 ) ? a_or_b :
                (alu_control == 3'b010 ) ? a_and_b :
                (alu_control == 3'b001 ) ? diff :
                (alu_control == 3'b000 ) ? sum : 32'h00000000;
assign Z = &(~result);
assign N = result[31];
assign C = cout & ~alu_control[1];  
assign V = (~(alu_control[0] ^ A[31] ^ B[31])) & (A[31] ^ sum[31])  & (~alu_control[1] );
assign zero_extend = {31'b0000000000000000000000000000000,sum[31]};
endmodule
`timescale 1ns/1ns
module alu_decoder(alu_op, funct3, funct7, op,alu_control);
input alu_op;
input  funct3;
input  op;
input funct7;
output  alu_control;
wire [2:0] funct3;
wire [6:0] funct7;
wire [6:0] op;
wire [2:0] alu_control;
wire [1:0] alu_op;
wire op__5 = op[5];
wire funct7__5 = funct7[5];
wire op__5__op__7 = {op__5,funct7__5};
assign alu_control = (alu_op == 2'b00) ? 3'b000 :
              (alu_op == 2'b01) ? 3'b001 :
              (alu_op == 2'b10) ? ((funct3 == 3'b000) && ((op__5__op__7 == 2'b00) || (op__5__op__7 == 2'b01) || (op__5__op__7 == 2'b10))) ? 3'b000 :
                                 ((funct3 == 3'b000) && (op__5__op__7 == 2'b11)) ? 3'b001 :
                                 (funct3 == 3'b010) ? 3'b101 :
                                 (funct3 == 3'b110) ? 3'b011 :
                                 (funct3 == 3'b111) ? 3'b010 :
                                 3'bxxx :
              3'bxxx;
endmodule
`timescale 1ns/1ns
module control_unit_top(op,reg_write,imm_src,alu_src,mem_write,result_src,branch,funct3,funct7,alu_control);
input [6:0] op,funct7;
input [2:0] funct3;
output reg_write,alu_src,mem_write,result_src,branch;
output [1:0] imm_src;
output [2:0] alu_control;
wire [1:0] alu_op;
main_decoder main_decode(.opcode(op),
                         .branch(branch),
                         .result_src(result_src),
                         .mem_write(mem_write),
                         .alu_src(alu_src),
                         .imm_src(imm_src),
                         .reg_write(reg_write),
                         .alu_op(alu_op));
alu_decoder alu_decode(.alu_op(alu_op),
                       .funct3(funct3),
                       .funct7(funct7),
                       .op(op),
                       .alu_control(alu_control));
endmodule
`timescale 1ns/1ns
module data_memory (clk,rst,A, WD, WE, RD);
input clk;
input rst;
input A;
input WD;
input WE;
output RD;
wire clk, rst, WE;
wire  [31:0] A, WD;
wire [31:0] RD;
reg [31:0] data_mem [31:0];
assign RD = ( ~rst ) ?  32'h00000000 : data_mem[A[4:0]];
always @(posedge clk)
begin
    if (WE == 1'b1)
        data_mem [A] <= WD; 
end
  integer i;
initial 
begin
    for (i = 0; i < 32; i = i + 1)
        data_mem[i] = i;  
end
endmodule
`timescale 1ns/1ps
module intr_mem(
    input [31:0] A,       
    input rst,            
    output [31:0] rd      
);
    reg [31:0] mem [15:0];   
    assign rd =  mem[A[3:2]]; 
    initial begin
        mem[1] = 32'hFFC4A303;   
        mem[2] = 32'h0064A423;
        mem[3] = 32'h0062E233;
    end
endmodule
`timescale 1ns/1ns
module main_decoder(opcode,result_src,mem_write, alu_src, imm_src,reg_write, alu_op ,branch);
input  opcode;
output branch;
output alu_src;
output reg_write;
output mem_write;
output result_src;
output alu_op;
output imm_src;
wire pc_src;
wire branch;
wire result_src;
wire mem_write;
wire alu_src;
wire [6:0] opcode;
wire [1:0] alu_op;
wire [1:0] imm_src;
wire reg_write;
assign reg_write = (opcode == 7'b0000011 || opcode == 7'b0110011 ) ? 1'b1 : 1'b0;
assign imm_src   = (opcode == 7'b0000011) ? 2'b00 : 
                   (opcode == 7'b0100011) ? 2'b01 :
                   (opcode == 7'b0110011) ? 2'bxx :
                   (opcode == 7'b1100011) ? 2'b10 : 2'bZZ;
assign alu_src =  (opcode == 7'b0000011 || opcode == 7'b0100011) ? 1'b1 : 
                  (opcode == 7'b0110011 || opcode == 7'b1100011) ? 1'b0 : 1'b0 ;
assign mem_write = (opcode == 7'b0100011 ) ? 1'b1 : (opcode == 7'b0000011 || opcode == 7'b0110011 || opcode == 7'b1100011) ? 1'b0 : 1'bx;
assign result_src= (opcode == 7'b0000011 ) ? 1'b1 : 
                   (opcode == 7'b0100011 || opcode == 7'b1100011) ?  1'bx :
                   (opcode == 7'b0110011) ? 1'b0 : 1'bx;
assign branch = (opcode == 7'b0000011 || opcode == 7'b0100011 || opcode == 7'b0110011) ? 1'b0 : 
                (opcode == 7'b1100011) ? 1'b1 : 1'bx;
assign alu_op = (opcode == 7'b0000011 || opcode == 7'b0100011) ? 2'b00 :
                (opcode == 7'b0110011 ) ? 2'b10 :
                (opcode == 7'b1100011 ) ? 2'b01 : 2'bxx;
endmodule
`timescale 1ns/1ns
module pc_adder (a,b,c,rst);
input [31:0] a,b;
input rst;
output [31:0] c;
assign c = (~rst) ? 32'h00000000 : a + b;
endmodule
`timescale 1ns/1ns
module  program_counter(clk, rst, pc, pc_next);
input clk;
input rst;
input pc_next;
output pc;
wire clk;
wire rst;
reg [31:0] pc;
wire [31:0] pc_next;
always @(posedge clk) 
begin
  if (~rst)
 pc <= 32'h00000000;
 else
 pc <= pc_next;
end
endmodule
`timescale 1ns/1ns
module register_file(clk,rst, A1, A2, A3, WD3, WE3, RD1, RD2);
input rst;
input clk;
input A1;
input A2;
input A3;
input WD3;
input WE3;
output RD1;
output RD2;
wire [4:0] A1;
wire [4:0] A2;
wire [4:0] A3;
wire [31:0] WD3;  
wire WE3;
wire [31:0] RD1;
wire [31:0] RD2;
reg [31:0] Registers [31:0];
assign RD1 = (~rst) ?  32'h00000000: Registers[A1];
assign RD2 = (~rst) ?  32'h00000000: Registers[A2];
always @(posedge clk)
begin
    if(WE3 == 1'b1)
     Registers[A3] <= WD3;
end
     integer i;
initial 
begin
    for (i = 0; i < 32; i = i + 1)
        Registers[i] = i;  
end
endmodule
`timescale 1ns/1ns
module sign_extend (In, imm_src, Imm_Ext );
input [31:0] In;
input [1:0] imm_src;
output [31:0] Imm_Ext;
assign Imm_Ext = (imm_src == 2'b00) ?   {{20{In[31]}}, In[31:20] } :
                 (imm_src == 2'b01)  ?  {{27{In[11]}}, In[11:7] } : 32'h00000000 ;
endmodule
`timescale 1ns/1ns
module single_cycle_processor_top (clk,rst, pc_top, pc_plus4, instn_mem_top,alu_result_top,read_data_top,alu_control_top , reg_file_top,reg_file_top2);
input clk,rst;
output pc_top;
output pc_plus4;
output instn_mem_top;
output alu_result_top,read_data_top,alu_control_top, reg_file_top,reg_file_top2;
wire top_memwrite;
wire top_regwrite;
wire [31:0] pc_top ;
wire [31:0] pc_plus4 ;
wire [31:0] constn_4 = 32'h00000004;
wire alu_src_top  ;
wire result_src_top  ;
wire [31:0] alu_sourceB_top; 
wire [31:0] instn_mem_top;
wire [1:0] imm_src_top;
wire [31:0] reg_file_top,reg_file_top2;
wire [31:0] Imm_Ext_top;
wire [2:0] alu_control_top;
wire [31:0] alu_result_top;
wire [31:0] read_data_top;
wire [31:0] result_src_read_data_top;
program_counter pc (.clk(clk),
                   .rst(rst),
                   .pc(pc_top), 
                   .pc_next(pc_plus4));
pc_adder pc_add(.a(pc_top),
                .b(constn_4),
                .c(pc_plus4), .rst(rst));
intr_mem im(.A(pc_top),
                      .rst(rst),
                      .rd(instn_mem_top));
register_file rf(.clk(clk)
                ,.rst(rst),
                 .A1(instn_mem_top[19:15]),
                 .A2(instn_mem_top[24:20]), 
                 .A3(instn_mem_top[11:7]), 
                 .WD3(read_data_top), 
                 .WE3(top_regwrite),
                 .RD1(reg_file_top), 
                 .RD2(reg_file_top2));
sign_extend sign_ex(.In(instn_mem_top), 
                    .imm_src(imm_src_top),
                    .Imm_Ext(Imm_Ext_top));
alu alu(.A(reg_file_top),
          .B(alu_sourceB_top),
          .alu_control(alu_control_top),
          .result(alu_result_top),
          .V(),
          .C(),
          .N(),
          .Z());
alu_src_mux alu_mux(.RD2(reg_file_top2),
                    .Imm_Ext(Imm_Ext_top),
                    .alu_src(alu_src_top),
                     .alu_source_out(alu_sourceB_top));  
result_src_mux alu_src_mux
                     (.alu_result(alu_result_top), 
                     .RD_data_mem(read_data_top),
                      .result_src(result_src_top), 
                      .result_src_mux_result(result_src_read_data_top));
control_unit_top control_un_top(.op(instn_mem_top[6:0]),
                                .reg_write(top_regwrite),
                                .imm_src(imm_src_top),
                                .alu_src(alu_src_top),
                                .mem_write(top_memwrite),
                                .result_src(result_src_top),
                                .branch(),
                                .funct3(instn_mem_top[14:12]),
                                .funct7(instn_mem_top[31:24]),
                                .alu_control(alu_control_top));   
data_memory data_mem (.clk(clk),
                      .rst(rst),
                     .A(alu_result_top),
                     .WD(reg_file_top2),
                     .WE(top_memwrite),
                     .RD(read_data_top)
                     );
endmodule
`timescale 1ns / 1ns
module alu_src_mux(RD2 ,Imm_Ext, alu_src, alu_source_out);
input RD2 ,Imm_Ext, alu_src;
output alu_source_out;
wire [31:0] RD2, Imm_Ext, alu_source_out;
wire  alu_src;
assign alu_source_out = (alu_src == 1'b1) ? Imm_Ext : RD2;
endmodule
`timescale 1ns / 1ns
module result_src_mux(alu_result, RD_data_mem, result_src, result_src_mux_result);
input alu_result, RD_data_mem, result_src;
output result_src_mux_result;
wire [31:0] alu_result, RD_data_mem, result_src_mux_result;
wire result_src;
assign result_src_mux_result =  (result_src == 1'b1) ? RD_data_mem : alu_result;
endmodule
==> run summary <==
run results: Post-synth top flop edfxtp_1, synth unique cells roughly 75, Stop Error ERROR: Found 1 problems in 'check -assert'., Post-synth seq share 0.713, Stop stage synthesis, EDFF count, synth ~1100, # Cells Yosys between 3000 and 4000, yosys warns 0, status aborted with a tool error, yosys synthesis chip area 0.0469 mm2, Synth flops ~1100, Synth async-reset ratio 0
kinds of logic after synthesis:
kind of cell,Yosys count,synth area share
AND-OR/OR-AND,403,0.0606
XOR/XNOR,53,0.00990
adder cells (fa/ha/maj),9,0.00240
buffers and inverters,288,0.0288
flip-flops,1126,0.713
multiplexers,329,0.0899
other,2,0.000160
AND/OR/NAND/NOR,1024,0.0955
Yosys cell counts (all sizes together) (3+ instances only):
cell / number / area [um2]
nor3: 17 / 85.1
o22a: 4 / 35.0
and3: 97 / 607
or4: 4 / 30.0
o21ai: 42 / 210
nand2: 608 / 2280
and2: 7 / 43.8
a31oi: 17 / 106
o21a: 4 / 30.0
and4: 6 / 52.6
a311oi: 81 / 709
or3: 14 / 92.6
xor2: 28 / 245
ha: 9 / 113
mux2: 6 / 67.6
a21oi: 109 / 546
a221oi: 8 / 70.1
xnor2: 25 / 219
o311ai: 38 / 333
or2: 6 / 40.0
o22ai: 26 / 163
edfxtp: 1088 / 32700
nand3: 82 / 410
o31ai: 16 / 120
inv: 25 / 93.8
mux4: 73 / 1640
nor4: 20 / 125
o211ai: 9 / 72.6
nor4b: 4 / 35.0
buf: 124 / 736
a211o: 17 / 149
nand2b: 4 / 25.0
nor2: 138 / 521
dfxtp: 38 / 761
mux2i: 250 / 2500
nor3b: 3 / 22.5
nand4: 8 / 50.1
a211oi: 9 / 80.1
clkbuf: 138 / 518
a21o: 3 / 22.5
